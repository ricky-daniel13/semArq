[design/flow/design.v]
module actividad05(
	input [31:0]a,
	input [31:0]b,
	input [2:0]sel,
	input enable,
	output reg [31:0]salida
);
wire [31:0]
	c,
	c1,
	c2,
	c3,
	c4,
	c5;
compAnd cA(
	.a(a),
	.b(b),
	.enable(enable),
	.salida(c)
);
compOr cO(
	.a(a),
	.b(b),
	.enable(enable),
	.salida(c1)
);
compNand cN(
	.a(a),
	.b(b),
	.enable(enable),
	.salida(c2)
);
suma s(
	.a(a),
	.b(b),
	.enable(enable),
	.salida(c3)
);
resta r(
	.a(a),
	.b(b),
	.enable(enable),
	.salida(c4)
);
multiplicacion m(
	.a(a),
	.b(b),
	.enable(enable),
	.salida(c5)
);
always @*
begin
	case(sel)
		3'b000:	 
			salida = c;
		3'b001:	 
			salida = c1;
		3'b100:	 
			salida = c2;
		3'b010:	 
			salida = c3;
		3'b011:	 
			salida = c4;
		3'b111:	 
			salida = c5;
		default:
			salida = 0;
	endcase
end
endmodule
module compAnd(  
	input [31:0]a,
	input [31:0]b,
	input enable,
	output reg [31:0]salida
);
always@*
begin
	if(enable)
	begin
		salida = a&b;
	end
	else
	begin
		salida = 0;
	end
end
endmodule
module compNand(
	input [31:0]a,
	input [31:0]b,
	input enable,
	output reg [31:0]salida
);
always@*
begin
	if(enable)
	begin
		salida = ~(a&b);
	end
	else
	begin
		salida = 0;
	end
end
endmodule
module compOr(
	input [31:0]a,
	input [31:0]b,
	input enable,
	output reg [31:0]salida
);
always@*
begin
	if(enable)
	begin
		salida = a|b;
	end
	else
	begin
		salida = 0;
	end
end
endmodule
module multiplicacion(
	input [31:0]a,
	input [31:0]b,
	input enable,
	output reg [31:0]salida
);
always@*
begin
	if(enable)
	begin
		salida = a*b;
	end
	else
	begin
		salida = 0;
	end
end
endmodule
module resta(
	input [31:0]a,
	input [31:0]b,
	input enable,
	output reg [31:0]salida
);
always@*
begin
	if(enable)
	begin
		salida = a-b;
	end
	else
	begin
		salida = 0;
	end
end
endmodule
module suma(
	input [31:0]a,
	input [31:0]b,
	input enable,
	output reg [31:0]salida
);
always@*
begin
	if(enable)
	begin
		salida = a+b;
	end
	else
	begin
		salida = 0;
	end
end
endmodule
[design/flow/run.sh]
#!/bin/bash
# OpenROAD 26Q1-2900-gdf79404cd8, Yosys 0.63+post, stock flow scripts
make -C /OpenROAD-flow-scripts/flow DESIGN_CONFIG=/design/flow/config.mk WORK_HOME=/design/flow/orfs finish
[design/flow/config.mk]
export PLATFORM = sky130hd
export DESIGN_NAME = actividad05
export DESIGN_NICKNAME = actividad05
export VERILOG_FILES = /design/flow/design.v
export SDC_FILE = /design/flow/constraint.sdc
export NUM_CORES = 4
export LEC_CHECK = 1
export CORE_UTILIZATION = 40
[design/flow/constraint.sdc]
current_design actividad05

set clk_period 24.8
set clk_io_pct 0.2

create_clock -name clk0 -period $clk_period

set non_clock_inputs [all_inputs -no_clocks]
set_input_delay [expr $clk_period * $clk_io_pct] -clock clk0 $non_clock_inputs
set_output_delay [expr $clk_period * $clk_io_pct] -clock clk0 [all_outputs]
==> flow_summary_export.csv <==
group,metric,value,unit
logic_synthesis,syn_area_per_cell,8.039,sq um
timing,worst_pin_slew,970.3,ps
worst_setup_path,slowest_stage,"inv_1",
timing,hold_viol,0,
global_routing,grt_usage,33.10,%
floorplan,die_h,225.3,um
clock_network,cts_setup_buffers,0,
floorplan,io_pins,100,
logic_synthesis,ys_cells,2480,
routing,ant_nets,0,
logic_synthesis,netlist_instances,2480,
worst_setup_path,worstPathArrival,13680,ps
floorplan,rows,81,
job,cap_violations,0,
clock_network,cts_resized,0,
timing,hold_ws,11020,ps
floorplan,die_w,225.3,um
worst_setup_path,endpoint_kind,"output pin",
global_routing,grt_pass1_vias,18483,
place,place.gp.congestion,1.016,
final_layout,flops,0,
final_layout,final.clkbuf_count,0,
clock_network,ctsHoldBuffers,0,
timing,drv_slew,0,
place,hpwl,61310,um
worst_setup_path,path_class,"in -> out",
final_layout,final_cell_mix,"inv_1 (458), fa_1 (410), nor2_1 (408)",
place,dpl_cell_area,21700,sq um
routing,wl_per_cell,23.82,um
timing,slew_headroom,34.92,%
final_layout,register_area,0,sq um
worst_setup_path,required,19840,ps
timing,post-route-period-util,75.16,%
worst_setup_path,cp_max_fo,22,
final_layout,drive_above_1_share,3.814,%
global_routing,gr-total-overflow,0,
logic_synthesis,yosys_area,19940,sq um
final_layout,utilization,44.25,%
routing,drt-vias-per-instance,5.511,
worst_setup_path,slowest_delay,840,ps
worst_setup_path,cp_common_cell,"fa_1",
routing,vias,17536,
job,stage_log_warnings,95,
final_layout,n_fill_cell,4894,
floorplan,core,49050,sq um
worst_setup_path,cp-start-kind,"input pin",
routing,dr.pass1.iters,6,
timing,rsz0062_at_grt,"no",
worst_hold_path,worst_hold_path_type,"in -> out",
global_routing,grt_max_degree,56,
final_layout,areaGrowthSynthToFinish,8.861,%
logic_synthesis,ys_types,87,
global_routing,grt_pass1_wl,116400,um
worst_setup_path,worst-path-buf-inv,7,
place,portBuffers,100,
routing,drtIter0Drc,1037,
timing,period_minus_slack,18640,ps
timing,fmax,0.05365,GHz
routing,drc,0,
final_layout,lay_top_count,"inv_1",
routing,drt_wl_total,75800,um
worst_setup_path,crit_family,"adder cells",
timing,setup_violations,0,
run_status,status,"finished, final reports clean",
timing,finalSetupTns,0,ps
final_layout,design_area,21700,sq um
floorplan,dieArea,50740,sq um
floorplan,initCoreUtil,40.65,%
logic_synthesis,ys_seq_share,0,%
logic_synthesis,yosysWarnings,7,
logic_synthesis,synth.cell_area,19940,sq um
global_routing,antenna_found_initial,3,
-- cell usage after synthesis, drive strengths merged (13+ instances only) --
library cell	n	area share [%]
nand3	13	0.33
o21ai	69	1.7
xor2	23	1.0
inv	463	8.7
o22ai	16	0.60
fa	410	41
nand2b	21	0.66
buf	22	0.50
o21bai	13	0.53
clkbuf	95	1.8
xnor2	89	3.9
a21oi	106	2.7
ha	218	14
nor3	21	0.58
nor2	408	7.7
nand2	255	4.8
a21o	21	0.79
a211oi	43	1.6
-- layout make-up --
cell class,instances,area (sq um),share of cell area [%]
multi-input cells,1888,17700,81.54
inverters,475,1783,8.215
repair buffers,154,1391,6.410
well taps,664,830.8,3.828
diodes,1,2.502,0.01153
-- per-layer routing --
metal,part of all wire [%],GRT usage (%)
met1,37,42.92
met2,46,50.01
met3,11,12.73
met4,6.1,15.27
met5,0.032,0.3910
-- metrics by stage --
step / setup WS, ps / instances
floorplan: 8433 / 2480
global placement: 6344 / 3181
detailed placement: 6283 / 3181
CTS: 6265 / 3181
global route: 5740 / 3182
finish: 6160 / 3182
-- cell families after synthesis --
family	share of synthesized area, %
AOI/OAI and AO/OA	12.67
adders and majority gates	54.85
xor gates and xnor gates	4.920
buffers and inverters	11.24
and+or+nand+nor	15.86
muxes	0.4644
-- path summary, 6_finish.rpt --
kind              startpoint          to  depth (start not counted)
setup / recovery        b[3]  salida[31]                         26
hold / removal        sel[2]  salida[26]                          4
