===== /design/flow/config.mk =====
export PLATFORM = sky130hd
export DESIGN_NAME = actividad06
export DESIGN_NICKNAME = actividad06
export VERILOG_FILES = /design/flow/design.v
export SDC_FILE = /design/flow/constraint.sdc
export NUM_CORES = 4
export LEC_CHECK = 1
export CORE_UTILIZATION = 50

===== /design/flow/constraint.sdc =====
current_design actividad06

set clk_period 23.4
set clk_io_pct 0.2

create_clock -name clk0 -period $clk_period [get_ports {clk}]

set non_clock_inputs [all_inputs -no_clocks]
set_input_delay [expr $clk_period * $clk_io_pct] -clock clk0 $non_clock_inputs
set_output_delay [expr $clk_period * $clk_io_pct] -clock clk0 [all_outputs]

===== /design/flow/run.sh =====
#!/bin/bash
# OpenROAD 26Q1-2900-gdf79404cd8, Yosys 0.63+post, stock flow scripts
make -C /OpenROAD-flow-scripts/flow DESIGN_CONFIG=/design/flow/config.mk WORK_HOME=/design/flow/orfs finish

===== /design/flow/design.v =====
module ALU(
	input [7:0]
		a,
		b,
	input [2:0]sel,
	output reg zeroFlag,
	output reg [7:0]res
);
always @*
begin
	zeroFlag = 1'b0;
	case(sel)
		3'b000:	 
			res = a+b;
		3'b001:	 
			res = a-b;
		3'b010:	 
			res = a*b;
		3'b011:	 
			res = a/b;
		3'b100:	 
			res = a&b;
		3'b101:	 
			res = a|b;
		3'b110:	 
			res = ~(a&b);
		default:
			res = 8'b0;
	endcase
	if(res == 8'b0)
	begin
		zeroFlag = 1'b1;
	end
end
endmodule
module actividad06(
	input [7:0]
		a,
		b,
	input [2:0]sel,
	input
		en,
		clk,
	output [7:0]dataOut,
	output zeroFlag
);
wire [7:0]data;
ALU alu(
	.a(a),
	.b(b),
	.sel(sel),
	.zeroFlag(zeroFlag),
	.res(data)
);
memoria mem(
	.en(en),
	.clk(clk),
	.dir(b),
	.dataIn(data),
	.dataOut(dataOut)
);
endmodule
module memoria(
	input 
		en,
		clk,
	input [7:0]dir,
	input [7:0]dataIn,
	output reg [7:0]dataOut
);
reg [7:0] data [0:127];
always @(posedge clk)
begin
	if(en)	 
	begin
		data[dir] = dataIn;
	end
	else	 
	begin
		dataOut = data[dir];
	end
end
endmodule

==> datasheet_impl.txt <==
Implementation parameters

Parameter                              Value

Floorplanning
  IO Pins .................. 30
  FP Util .................. 50.61%
  Vertical die dimension .................. 295.8 um
  Floorplan row count .................. 107
  Chip footprint .................. 87490 um^2
  Core area .................. 85280 um^2
  Horizontal die dimension .................. 295.8 um

Synthesis
  Adder-cell share of the synthesized area .................. 2.604%
  Chip area from the yosys synthesis statistics .................. 43160 um^2
  Synth async-reset ratio .................. 0%
  AO/OA Area Share .................. 11.30%
  Post-synthesis instance area .................. 43160 um^2
  Synthesis-stage register bit count .................. 1032
  Synthesized netlist cell count .................. 2927
  Synthesized-area fraction occupied by and/or/nand/nor cells .................. 11.27%
  Post-synth top flop .................. sky130_fd_sc_hd__edfxtp_1
  Total of warnings raised by yosys .................. 3
  Post-synthesis average cell area .................. 14.74 um^2
  Fraction of synthesized area in multiplexers .................. 0.5798%
  Sequential share of the synthesized area .................. 71.81%
  Biggest combinational cell group after synthesis .................. AND-OR/OR-AND gates
  Number of enable-type register cells in the synthesized netlist .................. 1032
  Yosys xor share .................. 0.7944%
  Cell count listed in synth_stat.txt .................. 2927
  Cell Type Count .................. 87

Worst setup path
  Dominant delay contributor by cell family on the critical path .................. AND-OR/OR-AND gates
  Worst Setup End Kind .................. output port
  Required time at the worst-slack endpoint .................. 18.72 ns
  Path type of the worst setup path .................. in -> out
  Highest-delay cell along the critical path .................. sky130_fd_sc_hd__clkdlybuf4s50_1
  Flop2flop setup slack .................. 19.43 ns
  Maximum fanout along the worst path .................. 12
  Slowest cell delay on critical path .................. 0.55 ns
  Critical path buffers and inverters .................. 6
  Crit path arrival time .................. 18.15 ns
  Startpoint type of the worst setup path .................. input pin

STA
  Slew Viols, Final .................. 0
  Relative slew margins .................. 10.34%
  # setup viols final .................. 0
  Tmin final .................. 22.83 ns
  Worst hold slack across all endpoints .................. 0.5530 ns
  Highest achievable clock rate .................. 43.81 MHz
  Setup total negative slack .................. 0 ns
  Clock Skew .................. 0.02491 ns
  Slew at the pin with the worst max-slew slack .................. 1.345 ns
  Final hold violation count .................. 0
  Final worst path period share .................. 97.55%

Placement
  Placer congestion estimate .................. 1.192
  Post-DP HPWL .................. 158000 um
  Cell area after placement .................. 47240 um^2
  Number of I/O port buffers .................. 29

Clocking
  H-tree levels .................. 3
  Clock slew seen by the registers of the worst setup and hold paths .................. 0.06 ns
  Count of clock tree sinks .................. 1032
  Number of buffers added by the clock tree synthesis step .................. 102
  Maximum number of buffers from clock root to sink .................. 3
  Clock root cell .................. sky130_fd_sc_hd__clkbuf_16
  Clock Latency Late Sink .................. 0.71 ns
  TritonCTS clock tree .................. built
  Hold bufs inserted after CTS .................. 0

Global routing
  Largest net degree at the start of global routing .................. 128
  First-pass GRT wire length .................. 294200 um
  Number of antenna violations at the first check in global routing .................. 23
  Total global routing overflow .................. 0
  Total track usage .................. 57.80%
  Number of global-route vias before repair .................. 33666

Power
  Power density over cell area .................. 99.37 nW/um^2
  Overall power .................. 0.005035 W
  P_leak .................. 17.73 nW
  Worst IR Drop VDD .................. 0.08182 mV

Layout
  Layout cell share with drive strength beyond 1 .................. 18.38%
  Final design area excluding fillers .................. 50670 um^2
  Most instantiated logic cells after routing .................. sky130_fd_sc_hd__edfxtp_1, sky130_fd_sc_hd__a22oi_1, sky130_fd_sc_hd__buf_4
  P&R area growth vs syn .................. 17.41%
  Most common cell after layout, fill and taps aside .................. sky130_fd_sc_hd__edfxtp_1

Flow run
  Number of warnings in the stage logs .................. 39
  Max-cap violations .................. 0

Detailed routing
  Vias post-DR .................. 33501
  Drc violations .................. 0
  Detailed-route vias per instance .................. 7.410
  Remaining antenna violation count .................. 0
  Total Wirelength .................. 224800 um
  Number of violations reported at the end of detailed-routing iteration 0 .................. 4100
  Routed length per placed instance .................. 49.72 um
  Router iterations before antenna repair .................. 8

Worst hold path
  Worst Hold Class .................. reg -> reg

Run status
  Status .................. finished clean
## final timing paths
kind / from / to / depth (start not counted)
min reg2reg: mem.data[0][1]$_DFFE_PP_ / mem.dataOut[1]$_DFFE_PN_ / 1
max reg2reg: mem.data[14][7]$_DFFE_PP_ / mem.dataOut[7]$_DFFE_PN_ / 6
min: mem.data[0][1]$_DFFE_PP_ / mem.dataOut[1]$_DFFE_PN_ / 1
max: b[0] / zeroFlag / 51
## timing repair
item | 4_1_cts | 5_1_grt
setup endpoints to repair | 1 | 1
setup buffers | 0 | 4
gates resized | 2 | 7
pin swaps | 0 | 1
## cell usage after synthesis (17+ instances only)
cell,instances,share of area (%)
sky130_fd_sc_hd__nor2_1,254,2.2
sky130_fd_sc_hd__a22oi_1,505,8.8
sky130_fd_sc_hd__nand2_1,217,1.9
sky130_fd_sc_hd__nor4_1,71,1.0
sky130_fd_sc_hd__and2_1,19,0.28
sky130_fd_sc_hd__nor3_1,88,1.0
sky130_fd_sc_hd__o22ai_1,18,0.26
sky130_fd_sc_hd__edfxtp_1,1032,72
sky130_fd_sc_hd__nand4_1,80,1.2
sky130_fd_sc_hd__nand3_1,42,0.49
sky130_fd_sc_hd__buf_2,29,0.34
sky130_fd_sc_hd__o21ai_0,26,0.30
sky130_fd_sc_hd__nand4b_1,19,0.39
sky130_fd_sc_hd__inv_1,47,0.41
sky130_fd_sc_hd__clkbuf_1,68,0.59
sky130_fd_sc_hd__o21a_1,17,0.30
sky130_fd_sc_hd__ha_1,69,2.0
sky130_fd_sc_hd__a21oi_1,39,0.45
sky130_fd_sc_hd__xnor2_1,27,0.55
## worst register-to-register path, delay by kind of cell, from the launching register on
kind               cells  cell delay (ns)
AOI/OAI and AO/OA      1             0.59
DFF                    1             0.38
muxes                  1             0.17
and+or+nand+nor        4             2.52
## final cells by class
| cell class | count | area, um^2 |
|---|---|---|
| fill | 6231 | 34610 |
| clock buffer | 121 | 2645 |
| inverter | 49 | 193.9 |
| antenna | 21 | 52.55 |
| clock inverter | 65 | 664.4 |
| multi-input combinational | 1733 | 11950 |
| sequential | 1032 | 30990 |
| timing repair buffer | 356 | 2743 |
| tap | 1144 | 1431 |
## layer usage
metal	GRT usage [%]	share of wire (%)	vias up
met5	40.91	1.6	-
met4	41.19	10	97
met3	53.09	22	1108
met1	59.50	27	15768
met2	69.28	39	3976
li1	-	-	12552
## metrics by stage
| step | worst slack (ns) | util [%] | instances |
|---|---|---|---|
| 2_1_floorplan | 1.408 | - | 2927 |
| 3_3_place_gp | 0.3104 | 55.40 | 4310 |
| 3_5_place_dp | -0.1198 | 55.40 | 4310 |
| 4_1_cts | 0.07773 | 59.29 | 4496 |
| 5_1_grt | -0.03423 | 59.38 | 4511 |
| 6_report | 0.5730 | 59.41 | 4521 |
## cell families after synthesis
group,Yosys count
AOI/OAI and AO/OA,666
muxes,23
DFF,1032
buffers and inverters,162
and+or+nand+nor,926
xor gates and xnor gates,36
adders and majority gates,82
## flip-flops by register name, summed over array words and instances (netlist names)
register,flops
mem.data,1024
mem.dataOut,8
## where the power goes
part           leakage (nW)  internal, W  switching (W)
clock network          1.61     0.000931       0.000714
logic                  6.71     0.000163       0.000604
registers              9.41      0.00252       0.000104
Power and IR drop assume default switching activity.
