--- flow/run.sh ---
#!/bin/bash
# OpenROAD 26Q1-2900-gdf79404cd8, Yosys 0.63+post, stock flow scripts
make -C /OpenROAD-flow-scripts/flow DESIGN_CONFIG=/design/flow/config.mk WORK_HOME=/design/flow/orfs finish
--- flow/constraint.sdc ---
current_design actividad08

set clk_period 7.6
set clk_io_pct 0.2

create_clock -name clk0 -period $clk_period [get_ports {clk}]

set non_clock_inputs [all_inputs -no_clocks]
set_input_delay [expr $clk_period * $clk_io_pct] -clock clk0 $non_clock_inputs
set_output_delay [expr $clk_period * $clk_io_pct] -clock clk0 [all_outputs]
--- flow/config.mk ---
export PLATFORM = sky130hd
export DESIGN_NAME = actividad08
export DESIGN_NICKNAME = actividad08
export VERILOG_FILES = /design/flow/design.v
export SDC_FILE = /design/flow/constraint.sdc
export NUM_CORES = 4
export LEC_CHECK = 1
export CORE_UTILIZATION = 40
--- flow/design.v ---
module actividad08(
	input 
		en,
		clk,
	input [4:0]dir,
	input [7:0]dataIn,
	output [7:0]dataOuts,
	output [7:0]dataOuta
);
memoriaSin mems(
	.en(en),
	.clk(clk),
	.dir(dir),
	.dataIn(dataIn),
	.dataOut(dataOuts)
);
memoriaAsin mema(
	.en(en),
	.dir(dir),
	.dataIn(dataIn),
	.dataOut(dataOuta)
);
endmodule
module memoriaAsin(
	input 
		en,
	input [4:0]dir,
	input [7:0]dataIn,
	output reg [7:0]dataOut
);
reg [7:0] data [0:31];
always @*
begin
	if(en)	 
	begin
		data[dir] = dataIn;
	end
	else	 
	begin
		dataOut = data[dir];
	end
end
endmodule
module memoriaSin(
	input 
		en,
		clk,
	input [4:0]dir,
	input [7:0]dataIn,
	output reg [7:0]dataOut
);
reg [7:0] data [0:31];
always @(posedge clk)
begin
	if(en)	 
	begin
		data[dir] = dataIn;
	end
	else	 
	begin
		dataOut = data[dir];
	end
end
endmodule
==> results.toml <==
# yosys + openroad results
[global_routing]
antenna_found_initial = 0
grt-ovfl-total = 0
grt_pass1_vias = 11600
track_usage_pct = 25.7
grt_max_degree = 114
grt_pass1_wl_um = 77000

[routing]
detail_route.wl_per_cell_um = 27.1
dr.pass1.iters = 8
n_antenna_cell = 0
vias_per_cell = 6.10
drtIter0Drc = 1070
drt_wl_total_um = 51800
dr_total_vias = 11700
drcViolationCount = 0
detail-route-antenna-nets = 0

[sta]
clock_skew_ns = 0.0102
clock.fmax_ghz = 0.233
rsz0062_at_grt = "no"
untimed_endpoints = 272
slew_viol_final = 0
whs_ns = 0.596
min_period_ns = 4.29
fin_crit_sh_pct = 56.5
finalHoldViolations = 0
setup_viol = 0
unclocked_regs = 264
tns_ns = 0
tightest_slew_ns = 1.07
slew-limit-headroom_pct = 26.5

[synth]
synth-edff-count = 264
syn-instance-count = 1359
yosys-stat-cells = 1359
synthArstFlopShare_pct = 0
syn-cell-area_um2 = 17200
yosys.cell_types.count = 65
ys_ff = 528
ys_area_um2 = 17200
synthFlopType = "edfxtp_1"
yosysWarnings = 4
syn_area_per_cell_um2 = 12.6

[critical_path]
worstPathMaxFanout = 52
crit_required_ns = 7.84
critPathArrivalTime_ns = 4.54
end_kind = "register"
reg2regPathDepth = 5
r2r-start = "mems.data[6][2]"
rrSetupSlack_ns = 5.29
start_kind = "input port"
path_class = "in2reg"
worstReg2RegEnd = "mems.dataOut[2]"

[die]
die_y_um = 209
core_um2 = 42100
chip_area_um2 = 43700
boundaryPins = 31
die_w_um = 209
rows = 75
initial_core_util_pct = 40.7

[pwr]
finalPower_mw = 3.39
p_leak_nw = 7.24
p_per_area_nw_per_um2 = 181
ir_worst_vdd_v = 0.000215

[placement]
place.detailed.hpwl_um = 33000
port_buffers = 30
dp.cells = 1866
gp_congestion = 0.972

[clock_network]
postCtsSetupBuffers = 0
clockRootBuffer = "clkbuf_16"
tritoncts = "built"
clk_latency_ns = 0.52
clkTransAtPathRegs_ns = 0.06
htree_levels = 1
clock_path_buffers = 3
cts_resized = 0
cts_buffers = 26
postCtsHoldBufs = 0

[min_path]
hold_path_class = "reg2reg"
hold_end = "mems.dataOut[2]"
worstHoldStart = "mems.data[0][2]"
hold_depth = 2

[cells_and_area]
drive_gt1_share_pct = 8.81
utilization_pct = 44.6
fin_cells = 1912
seq_area_um2 = 11900
combGateArea_um2 = 4660
num-fill-cells = 3693
syn_to_final_growth_pct = 9.38

[run]
maxCapViolCount = 0
tool_warnings = 27

[status]
status = "finished, final reports clean"
[registers in the layout (all words and copies together), names as in the netlist]
signal / cells
mema.dataOut: 8
mems.dataOut: 8
mema.data: 256
mems.data: 256
[worst max-delay path, stage by stage]
cell and delay [ns]:
buf_2 0.54, buf_4 0.63, nor2_4 0.02, buf_4 0.35, nand2_1 0.13, buf_4 0.33
o21ai_0 0.19, a2111oi_0 0.61, a31oi_1 0.17
[cells by family after synthesis]
| group | Yosys count | share of synthesized area (%) |
|---|---|---|
| buf+inv | 138 | 3.79 |
| compound gates | 229 | 9.78 |
| flops | 264 | 46.2 |
| mux | 69 | 4.25 |
| latches | 264 | 23.1 |
| simple gates | 395 | 12.9 |
[area by class of cell]
cell class | count | area share [%]
Clock buffer | 31 | 3.68
Clock inverter | 15 | 0.966
Sequential cell | 528 | 63.3
Tap cell | 539 | 3.59
Multi-Input combinational cell | 693 | 24.8
Inverter | 38 | 0.760
Timing Repair Buffer | 68 | 2.87
[cell usage in the layout, fill, tap and decap left out, drive strengths merged, types with 23 or more instances in the layout]
cell type and instances:
and3b 34, a22oi 49, mux2i 56, dlxtn 264, and3 23, clkbuf 31
nand2 60, nor2 46, nand3 106, o21ai 41, edfxtp 264, buf 51
inv 39, nand4 35
[report_power, final]
group | switching [mW] | total, mW | internal, mW | leakage (nW)
Combinational | 0.228 | 0.332 | 0.103 | 2.28
Clock | 0.523 | 1.31 | 0.783 | 0.425
Sequential | 0.0264 | 1.75 | 1.73 | 4.54
[layer usage]
metal  GRT usage, %  up-vias  share of wire (%)
met5              0        -                  0
met4           10.1        0                4.9
met3           9.84      137                 11
met2           37.7      701                 45
met1           36.6     5735                 38
li1               -     5094                  -
[cell usage after synthesis, types with 5 or more instances]
cell type,instances,area [µm²]
nand2_1,60,225
o2bb2ai_1,5,43.8
a22o_1,10,87.6
o22ai_1,11,68.8
and2_1,6,37.5
a32o_1,5,50.1
buf_4,6,45.0
a32oi_1,13,114
nor3_1,13,65.1
edfxtp_1,264,7930
and3_1,23,144
mux2_2,11,124
nand2b_1,9,56.3
mux2i_1,56,561
a2111oi_0,20,175
nor3b_1,11,82.6
nand3_1,106,531
a31oi_1,16,100
nand3b_1,19,143
a211oi_1,5,37.5
and3b_1,34,298
nor4_1,12,75.1
nor2b_1,8,50.1
buf_2,45,225
buf_1,7,26.3
nor2_1,45,169
inv_1,38,143
dlxtn_1,264,3960
buf_6,7,78.8
clkbuf_1,34,128
o21ai_0,37,185
a22oi_1,49,368
nand4_1,35,219
a21oi_1,14,70.1
[worst max path at each step]
stage | from | endpoint | slack (ns) | depth (start not counted)
final | dir[1] | mems.dataOut[4] | 3.31 | 9
after global routing | dir[1] | mems.dataOut[5] | 3.06 | 9
after CTS | dir[1] | mems.dataOut[4] | 3.34 | 9
[metrics by stage]
step                instance area (µm²)  setup WS (ns)
floorplan                         17200           4.36
global placement                  17900           2.89
detailed placement                17900           2.83
CTS                               18800           3.34
global route                      18800           3.06
finish                            18800           3.31
Power is estimated from default activity; no workload was simulated.
